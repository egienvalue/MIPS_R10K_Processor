File: /design/flow/run.sh
#!/bin/bash
# OpenROAD 26Q1-2900-gdf79404cd8, Yosys 0.63+post, stock flow scripts
make -C /OpenROAD-flow-scripts/flow DESIGN_CONFIG=/design/flow/config.mk WORK_HOME=/design/flow/orfs finish
File: /design/flow/constraint.sdc
current_design ps

set clk_period 1.9
set clk_io_pct 0.2

create_clock -name clk0 -period $clk_period

set non_clock_inputs [all_inputs -no_clocks]
set_input_delay [expr $clk_period * $clk_io_pct] -clock clk0 $non_clock_inputs
set_output_delay [expr $clk_period * $clk_io_pct] -clock clk0 [all_outputs]
File: /design/flow/design.v
module ps #(parameter NUM_BITS = 8)(req, en, gnt, req_up);
  input  [NUM_BITS-1:0] req;
  input                 en;
  output [NUM_BITS-1:0] gnt;
  output                req_up;
  wire   [NUM_BITS-2:0] req_ups;
  wire   [NUM_BITS-2:0] enables;
  assign req_up = req_ups[NUM_BITS-2];
  assign enables[NUM_BITS-2] = en;
  genvar i,j;
  generate
    if ( NUM_BITS == 2 )
    begin
      ps2 single (.req(req),.en(en),.gnt(gnt),.req_up(req_up));
    end
    else
    begin
      for(i=0;i<NUM_BITS/2;i=i+1)
      begin : foo
        ps2 base ( .req(req[2*i+1:2*i]),
                   .en(enables[i]),
                   .gnt(gnt[2*i+1:2*i]),
                   .req_up(req_ups[i])
        );
      end
      for(j=NUM_BITS/2;j<=NUM_BITS-2;j=j+1)
      begin : bar
        ps2 top ( .req(req_ups[2*j-NUM_BITS+1:2*j-NUM_BITS]),
                  .en(enables[j]),
                  .gnt(enables[2*j-NUM_BITS+1:2*j-NUM_BITS]),
                  .req_up(req_ups[j])
        );
      end
    end
  endgenerate
endmodule
module ps2(req, en, gnt, req_up);
  input     [1:0] req;
  input           en;
  output    [1:0] gnt;
  output          req_up;
  assign gnt[1] = en & req[1] & !req[0];
  assign gnt[0] = en & req[0];
  assign req_up = req[1] | req[0];
endmodule
File: /design/flow/config.mk
export PLATFORM = sky130hd
export DESIGN_NAME = ps
export DESIGN_NICKNAME = ps
export VERILOG_FILES = /design/flow/design.v
export SDC_FILE = /design/flow/constraint.sdc
export NUM_CORES = 4
export LEC_CHECK = 1
export CORE_AREA = 10 10 70 70
export DIE_AREA = 0 0 80 80
==> results.yml <==
# synthesis and place-and-route metrics
run_status:
  status: "completed"
floorplanning:
  design.core.area_um2: 3420
  fp_util: 0.0326
  placementRows: 21
  die-height_um: 80
  ios: 18
  fp.dieArea_um2: 6400
  die_span_in_x_um: 80
finish:
  final_layout_size_suffix_gt1_frac: 0.500
  layout.area.seq_um2: 0
  area_growth_syn_to_layout_pct: 264
  finish.instance_area_um2: 405
  dominant_logic_cell_type_in_the_layout: "sky130_fd_sc_hd__dlygate4sd2_1"
  ff_count: 0
  commonest_cells_after_routing_fill_and_taps_aside: "sky130_fd_sc_hd__dlygate4sd2_1, sky130_fd_sc_hd__clkdlybuf4s50_1, sky130_fd_sc_hd__buf_4"
  nClkBuffers: 0
yosys:
  synth.distinct_cells: 12
  yosysTopAreaCell: "sky130_fd_sc_hd__nor3_1"
  mappedNetlistArea_um2: 111
  synth-seq-area-share: 0
  netlist_instances: 15
  netlist_top_cells_area: "sky130_fd_sc_hd__nor3_1, sky130_fd_sc_hd__nor4b_2, sky130_fd_sc_hd__or4b_4, sky130_fd_sc_hd__and4b_1, sky130_fd_sc_hd__nor4bb_1"
  ys_warn_count: 0
  synth-area-yosys_um2: 111
  synth-cells-yosys: 15
  synthesis.area_per_instance_um2: 7.42
  synth_top_area_share: 0.135
pwr:
  max-vdd-ir-drop_uv: 14.0
  power-per-cell-area_nw_per_um2: 117
  total_power_consumption_w: 0.0000472
  total_leakage_power_nw: 0.178
detailed_routing:
  route.detailed.drc: 0
  wire_per_inst_um: 8.69
  routed_via_density: 2.44
  detail_route.first_pass.iterations: 2
  drt_wl_total_um: 747
  antenna_cells: 0
  routed-via-count: 210
  route.antenna.remaining_nets: 0
  drt_iter0_drc: 7
critical_path:
  worstPathArrival_ns: 1.52
  worst_setup_path_startpoint: "req[1]"
  cp-end-kind: "output port"
  worst_setup_path_start_kind: "input pin"
  type_of_the_worst_setup_path: "in2out"
  worstPathMaxFanout: 4
  crit_path_required_time_ns: 1.52
timing:
  finalCriticalPeriod_ns: 1.90
  maxSlewHeadroom: 0.793
  timing.final.hold_violations: 0
  setup_viol: 0
  clock.fmax_mhz: 527
  final_max_slew_viol_count: 0
  period_used_share: 0.999
  minimum_hold_slack_ns: 1.19
  max_slew.worst_pin.slew_ns: 0.307
  grt_setup_unrepaired: "true"
min_path:
  min_path_cells: 5
  hold-path-endpoint: "gnt[3]"
  min_from: "req[0]"
  hp-class: "in2out"
global_routing:
  grt_start_max_net_pins: 6
  antenna_violations_before_repair: 0
  grt_pass1_vias: 209
  globalRoute.totalOverflow: 0
  grtUsageTotal: 0.0208
  grt_pass1_wl_um: 1060
flow_run:
  cap_violations: 0
  stage_log_warnings: 34
place:
  placement.io_buffers: 18
  place_congestion: 0.757
  placed_area_um2: 379
  place_hpwl_um: 633
clocking:
  ctsHoldBuffers: 0
==> Yosys cell counts, drive strengths merged <==
cell type	number
nor3	3
inv	1
nor4b	1
or4b	1
and4b	1
nor2	2
nor4bb	1
nor3b	1
and3b	1
nand3	1
or3b	1
and2	1
==> kinds of logic (layout without fill, tap and decap cells) <==
logic type    Yosys count  in the layout  synth area share
simple gates           14             14             0.966
buf+inv                 1             26            0.0337
==> report_power, final <==
| part | internal, W | total (W) | switching [W] | leakage [nW] |
|---|---|---|---|---|
| clock | 0 | 0 | 0 | 0 |
| sequential | 0 | 0 | 0 | 0 |
| combinational | 0.0000308 | 0.0000472 | 0.0000164 | 0.178 |
| total | 0.0000308 | 0.0000472 | 0.0000164 | 0.178 |
==> worst max-delay path by stage <==
stage	endpoint	slack [ns]	cells past startpoint
after CTS	gnt[5]	-0.02	5
final	gnt[7]	0.001	5
after global routing	gnt[7]	-0.04	5
==> metal layers <==
metal | track usage | part of all wire
met2 | 0.0353 | 0.45
met1 | 0.0270 | 0.42
met4 | 0 | 0
met3 | 0.00568 | 0.13
met5 | 0 | 0
==> final cells by class <==
class / count / area, um^2
tap: 46 / 57.6
multi-input combinational: 14 / 134
fill: 400 / 3010
inverter: 1 / 3.75
timing repair buffer: 25 / 210
==> critical path, cell delays in order <==
cell and delay (ns):
sky130_fd_sc_hd__buf_6 0.09, sky130_fd_sc_hd__or4b_4 0.57, sky130_fd_sc_hd__buf_6 0.14, sky130_fd_sc_hd__and4b_1 0.23
sky130_fd_sc_hd__buf_2 0.10
==> repair_timing <==
item / 4_1_cts / 5_1_grt
gates resized: 36 / 4
buffers inserted: 3 / 0
cloned: 0 / 0
pin swaps: 4 / 2
hold endpoints to repair: 0 / 0
endpoints found under the setup margin: 9 / 4
==> stage by stage <==
step | setup TNS, ns | util | setup slack (ns) | instances
3_5_place_dp | -3.57 | 0.111 | -0.643 | 83
2_1_floorplan | 0 | - | 0.373 | 15
3_3_place_gp | -3.56 | 0.111 | -0.648 | 83
4_1_cts | -0.0329 | 0.115 | -0.0237 | 86
6_report | 0 | 0.119 | 0.00117 | 86
5_1_grt | -0.0464 | 0.119 | -0.0391 | 86
Power is estimated from default activity; no workload was simulated.
